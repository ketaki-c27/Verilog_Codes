`flow/run.sh`:
```
#!/bin/bash
# OpenROAD 26Q1-2900-gdf79404cd8, Yosys 0.63+post, stock flow scripts
make -C /OpenROAD-flow-scripts/flow DESIGN_CONFIG=/design/flow/config.mk WORK_HOME=/design/flow/orfs finish
```
`flow/config.mk`:
```
export PLATFORM = sky130hd
export DESIGN_NAME = BoothMul
export DESIGN_NICKNAME = BoothMul
export VERILOG_FILES = /design/flow/design.v
export SDC_FILE = /design/flow/constraint.sdc
export NUM_CORES = 4
export LEC_CHECK = 1
export CORE_AREA = 10 10 84 84
export DIE_AREA = 0 0 94 94
```
`flow/constraint.sdc`:
```
current_design BoothMul

set clk_period 3.7
set clk_io_pct 0.2

create_clock -name clk0 -period $clk_period [get_ports {clk}]

set non_clock_inputs [all_inputs -no_clocks]
set_input_delay [expr $clk_period * $clk_io_pct] -clock clk0 $non_clock_inputs
set_output_delay [expr $clk_period * $clk_io_pct] -clock clk0 [all_outputs]
```
`flow/design.v`:
```
module BoothMul(clk, rst, start, X, Y, valid, Z);
input clk;
input rst;
input start;
input signed [3:0] X, Y;
output signed [7:0] Z;
output valid;
reg signed [7:0] Z, next_Z;
reg [1:0] temp, next_temp;
reg [1:0] count, next_count;
reg valid, next_valid;
parameter IDLE = 1'b0;
parameter START = 1'b1;
reg pres_state, next_state;
always @(posedge clk or negedge rst) begin
    if (!rst) begin
        Z          <= 8'd0;
        valid      <= 1'b0;
        pres_state <= IDLE;
        temp       <= 2'd0;
        count      <= 2'd0;
    end else begin
        Z          <= next_Z;
        valid      <= next_valid;
        pres_state <= next_state;
        temp       <= next_temp;
        count      <= next_count;
    end
end
always @(*) begin
    next_state = pres_state;
    next_temp = temp;
    next_Z = Z;
    next_valid = 1'b0;
    next_count = count;
    case (pres_state)
        IDLE: begin
            if (start) begin
                next_state = START;
                next_temp  = {X[0], 1'b0};
                next_Z     = {4'd0, X};
                next_count = 2'b0;   
            end
        end
        START: begin
            case (temp)
                2'b10: next_Z = {Z[7:4] - Y, Z[3:0]};
                2'b01: next_Z = {Z[7:4] + Y, Z[3:0]};
                default: next_Z = Z;  
            endcase
            next_temp  = {X[count + 1], X[count]};
            next_count = count + 1'b1;
            next_valid = (&count) ? 1'b1 : 1'b0; 
            if (&count) 
                next_state = IDLE;  
        end
    endcase
end
endmodule
```
==> impl_metrics.ini <==
; flow metrics
[global_routing]
antenna_found_initial = 0
overflow = 0
grtUsageTotal_pct = 4.29
first_global_vias = 621
met3_usage_pct = 2.42
grt_max_degree = 15
top_usage_layer = met1
gr-usage-met1_pct = 6.23
grt_util_met2_pct = 5.65
grt_pass1_wl_microns = 3040

[synthesis]
yosys_cells = 74
ys.flops = 14
async_reset_ff_share_pct = 100
avgSynthCellArea_sq_um = 10.5
top_cell_area_share_pct = 45.1
yosys.stat.seqShare_pct = 45.1
synth.largest_area_cell = dfrtp_1
edf_count = 0
flop_cell = dfrtp_1
synth.distinct_cells = 24
synthCells = 74
topCellsByArea = dfrtp_1 (45%), ha_1 (8.1%), mux2_2 (7.2%)
ys_warn_count = 1
synth_area_sq_um = 777
yosys-stat-area_sq_um = 777

[final_timing]
finalCritPeriodShare_pct = 74.0
slew-limit-headroom_pct = 56.6
final-hold-violation-count = 0
finalMaxSlewViolations = 0
grt_setup_unrepaired = no
period_needed_ps = 2740
worst_slew_pin_slew_ps = 649
skew_ps = 0.248
fin_setup_tns_ps = 0
max_freq_mhz = 365
setup_viol = 0

[route]
drc = 0
vias = 575
diodes = 0
dr.pass1.iters = 4
drtAntennaViolNets = 0
drt_iter0_markers = 13
wirelength_microns = 1760
via_per_inst = 3.44
wl_per_cell_microns = 10.5

[floorplan]
die_h_microns = 94
fp_util_pct = 14.9
io_pins = 20
chipArea_sq_um = 8840
die_w_microns = 94
std_cell_rows = 26
core-area_sq_um = 5200

[finish]
fillers = 585
drive_gt1_share_pct = 12.4
fin_cells = 167
synthToLayoutAreaGrowth_pct = 42.8
flop_area_sq_um = 350
logic_area_sq_um = 397

[flow_run]
openroad.warnings = 25
max_cap_violations = 0

[clock_tree]
cts.sinks = 14
tritoncts.num_buffers = 3
cts_tree = yes
clock_path_buffers = 2
cts.clk_slew.worst_paths_ps = 60
post_cts_buffers = 0
cts.repair.resized = 0
clkLatencyLatePin_ps = 240
clock-root-buffer = clkbuf_8
htree_levels = 1
cts_hold_buf = 0

[worst_setup_path]
arrival_ps = 2860
worst_setup_path_start_kind = primary input
worstPathRequired_ps = 3830
worstSetupPathType = in2reg
cpPeakStageDelay_ps = 500
critical_path.most_common_cell = ha_1
critical_path.endpoint_type = register
cp_slowest_cell = clkdlybuf4s50_1
worst-path-max-fanout = 3
crit_path_cell_trace = clkdlybuf4s50_1 > inv_1 > ha_1 > mux2_2 > ha_1 > a21oi_1 > nor2b_1 > a2111oi_2 > a31oi_1 > mux2i_1

[worst_hold_path]
holdCritPathClass = reg2reg

[placed_design]
gp_congestion = 0.727
dp_hpwl_microns = 1340
portBuffers = 19
dp_cells = 163

[pwr]
cellLeakagePower_nw = 0.473
cellPowerDensity_nw_per_um2 = 722
ir_worst_vdd_mv = 0.414

[status]
outcome = finished, final reports clean
## where the power goes
group	internal (W)	switching, W	leakage (nW)
combinational	0.000214	0.000146	0.273
clock	0.0000942	0.0000537	0.0288
sequential	0.000227	0.0000667	0.172
total	0.000535	0.000266	0.473
## worst max-delay path: cells and delay by family
kind / cells / cell delay (ps)
buffers and inverters: 2 / 550
AOI/OAI and AO/OA: 3 / 540
adders and majority gates: 2 / 540
and+or+nand+nor: 1 / 80
muxes: 2 / 410
## cell type report
cell class	instances	area share, %
sequential	14	31.6
clock buffer	4	4.96
inverter	8	2.71
timing repair buffer	19	17.1
multi-input combinational	52	35.7
tap	70	7.89
## cells in the mapped netlist, types with 2 or more instances
cell type / n
dfrtp_1: 14
inv_1: 8
o21ai_0: 8
nand2_1: 7
ha_1: 5
mux2_2: 5
nand3_1: 4
mux2i_1: 3
nor2b_1: 3
nor2_1: 2
xor2_1: 2
## metrics by stage
step / worst slack (ps) / hold WS, ps / instance area, sq um / total power [W] / utilization, %
floorplan: 1290 / 423 / 777 / 0.000495 / -
detailed placement: 691 / 482 / 1050 / 0.000661 / 20.3
CTS: 958 / 495 / 1110 / 0.000819 / 21.3
finish: 963 / 478 / 1110 / 0.000802 / 21.3
global route: 736 / 520 / 1110 / 0.000888 / 21.3
global placement: 697 / 474 / 1050 / 0.000658 / 20.3
## sequential cells by signal, indices dropped and copies added (netlist names)
name,count
pres_state,1
valid,1
count,2
Z,8
temp,2
## path summary, 6_finish.rpt
path,slack (ps),depth (start not counted),to,from
worst max register to register,1610,8,Z[7],temp[1]
worst max-delay path,960,10,Z[7],Y[0]
worst min-delay path,480,1,Z[7],Z[7]
worst min register to register,480,1,Z[7],Z[7]
min in group asynchronous,900,1,Z[2],rst
max in group asynchronous,2390,1,Z[3],rst
## logic make-up (layout without fill, tap and decap cells)
logic type	after synthesis	count (layout)	share of synthesized area, %
XOR/XNOR	2	2	2.25
buffers and inverters	8	31	3.86
adder cells (fa/ha/maj)	6	6	10.6
flip-flops	14	14	45.1
multiplexers	8	8	11.1
AND/OR/NAND/NOR	20	20	13.4
AND-OR/OR-AND	16	16	13.7
## layer usage
layer	vias to the layer above	routed length [microns]
li1	302	-
met2	18	622
met3	2	188
met4	0	6
met1	253	939
met5	-	0
## placed cells by master (no fill, tap or decap), types with 2 or more instances in the layout
cell             instances
mux2i_1                  3
clkdlybuf4s50_1         19
o21ai_0                  8
inv_1                    8
nand2_1                  7
dfrtp_1                 14
mux2_2                   5
ha_1                     5
nor2b_1                  3
nand3_1                  4
clkbuf_8                 4
nor2_1                   2
xor2_1                   2
Power figures rest on the tool's default switching activity, not on a simulated workload.

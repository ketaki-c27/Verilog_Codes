==> /design/flow/design.v <==
module B4Adder(a,b,cin,sum,cout);
parameter n=8;
input [n-1:0] a,b;
input cin;
output reg [n-1:0] sum;
output reg cout;
reg [n:0] c;
integer i;
always@(*)
begin
c[0]=cin;
for(i=0;i<n;i=i+1)
begin
sum[i]=a[i]^b[i]^c[i];
c[i+1]=(a[i] & b[i]) | (c[i] & b[i]) | (a[i] & c[i]);
end
cout=c[4];
end 
endmodule
==> /design/flow/run.sh <==
#!/bin/bash
# OpenROAD 26Q1-2900-gdf79404cd8, Yosys 0.63+post, stock flow scripts
make -C /OpenROAD-flow-scripts/flow DESIGN_CONFIG=/design/flow/config.mk WORK_HOME=/design/flow/orfs finish
==> /design/flow/config.mk <==
export PLATFORM = sky130hd
export DESIGN_NAME = B4Adder
export DESIGN_NICKNAME = B4Adder
export VERILOG_FILES = /design/flow/design.v
export SDC_FILE = /design/flow/constraint.sdc
export NUM_CORES = 4
export LEC_CHECK = 1
export CORE_AREA = 10 10 70 70
export DIE_AREA = 0 0 80 80
==> /design/flow/constraint.sdc <==
current_design B4Adder

set clk_period 3.6
set clk_io_pct 0.2

create_clock -name clk0 -period $clk_period

set non_clock_inputs [all_inputs -no_clocks]
set_input_delay [expr $clk_period * $clk_io_pct] -clock clk0 $non_clock_inputs
set_output_delay [expr $clk_period * $clk_io_pct] -clock clk0 [all_outputs]
==> results_dict.tcl <==
# place-and-route summary
set metrics [dict create \
    die_x_um 80 \
    design.seq.count 0 \
    rsz0062_at_grt "yes" \
    place_area_um2 536 \
    hold_class "in -> out" \
    arrival_ns 3.46 \
    p_sw_uw 20.7 \
    worst_pin_slew_ns 0.103 \
    hold_viol 0 \
    die_h_um 80 \
    place_hpwl_um 716 \
    ys_warn_count 1 \
    vias 192 \
    cp-start-kind "input pin" \
    netlist_instances 13 \
    final_area_um2 523 \
    drive_gt1_share_pct 46.2 \
    synth_cell_types 3 \
    drc 0 \
    seq_area_um2 0 \
    place_congestion 0.820 \
    grt_pass1_vias 233 \
    worstPathCellList "buf_8, inv_12, fa_2, inv_2, fa_2, fa_2, fa_2, fa_2, fa_2, fa_2, xor3_1, buf_2" \
    postCtsSetupBuffers 0 \
    antenna_found_initial 0 \
    synthToLayoutAreaGrowth_pct 186 \
    critical_path_buf_inv_count 4 \
    drv_slew 0 \
    violations "setup timing" \
    relSlewSlack_pct 93.1 \
    warning_count 35 \
    top_cell "fa_1" \
    slowest_stage "fa_2" \
    fin_crit_sh_pct 116 \
    p_clk_share_pct 0 \
    crit_family "adder cells" \
    core_mm2 0.00342 \
    outcome "finished, violations left" \
    end_kind "output port" \
    pwr-share-seq_pct 0 \
    cp_max_fo 2 \
    drt_iter0_drc 0 \
    power.leakage_uw 0.000198 \
    swShare_pct 29.0 \
    max_freq_mhz 239 \
    cpMostUsedCell "fa_2" \
    grt_max_degree 3 \
    portBuffers 26 \
    layout_setup_ws_ns -0.579 \
    wl_per_cell_um 8.68 \
    setup_tns_ns -1.35 \
    overflow 0 \
    internal-power_uw 50.6 \
    syn_area_um2 183 \
    io_pins 26 \
    ys_top_cells_by_count "7 x fa_1, 5 x inv_1, 1 x xor3_1" \
    drt_wl_total_um 738 \
    track_usage_pct 2.26 \
    ys_top_cells_by_area "fa_1 77%, xor3_1 13%, inv_1 10%" \
    combPwrFrac_pct 100.0 \
    ys_cells 13 \
    slowest_delay_ns 0.36 \
    postRouteAntennaNets 0 \
    p_per_area_mw_per_mm2 136 \
    nClkBuffers 0 \
    crit_type "in -> out" \
    postSynthSeqShare_pct 0 \
    drt-vias-per-instance 2.26 \
    chipArea_mm2 0.00640 \
    setup-violations-final 3 \
    top_area_cell "fa_1" \
    period_needed_ns 4.18 \
    syn_avg_cell_area_um2 14.1 \
    grt_pass1_wl_um 1170 \
    ir_drop_v 0.0000428 \
    antenna_cells_inserted 0 \
    num_rows 21 \
    cap_violations 0 \
    synth_top_area_share_pct 76.7 \
    drtPass1Iterations 1 \
    ys_chip_area_um2 183 \
    initial_utilization_pct 5.35 \
    crit_required_ns 2.88 \
]
## cell type report
cell class | instances | area [um2]
fill | 384 | 2890
inverter | 5 | 38.8
tap | 46 | 57.6
timing repair buffer | 26 | 245
multi-input combinational | 8 | 181
## cells by family (layout without fill, tap and decap cells)
| group | after synthesis | count (layout) | share of synthesized area [%] |
|---|---|---|---|
| xor+xnor | 1 | 1 | 13.0 |
| buf+inv | 5 | 31 | 10.3 |
| fa+ha+maj | 7 | 7 | 76.7 |
## final timing paths
path / startpoint / slack, ns / depth (start not counted) / end
max: a[0] / -0.58 / 12 / sum[7]
min: b[0] / 2.18 / 5 / sum[0]
## power by group through the flow
stage | sequential, uW | clock (uW) | combinational [uW]
CTS | 0 | 0 | 75.0
global route | 0 | 0 | 81.8
finish | 0 | 0 | 71.3
## per-stage QoR
step	hold WS (ns)	power, uW	worst slack [ns]	instances	util, %
6_report	2.18	71.3	-0.579	85	15.3
3_3_place_gp	2.53	82.5	-1.46	85	15.7
5_1_grt	2.21	81.8	-0.651	85	15.3
3_5_place_dp	2.53	82.9	-1.47	85	15.7
2_1_floorplan	1.58	14.0	-0.292	13	-
4_1_cts	2.13	75.0	-0.901	85	15.2
## layer usage
metal  global-route usage (%)  vias to the layer above  part of all wire, %  wire, um
met1                     3.25                       78                   43       318
li1                         -                       87                    -         -
met3                     2.27                        0                   31       229
met4                        0                        0                    0         0
met2                     2.33                       27                   26       190
met5                        0                        -                    0         0
## placed cells by master (no fill, tap or decap)
cell type / instances
buf_2: 4
buf_6: 2
buf_8: 1
clkdlybuf4s50_1: 17
clkinv_4: 1
dlygate4sd2_1: 2
fa_2: 7
inv_1: 1
inv_12: 1
inv_2: 1
inv_4: 1
xor3_1: 1
## repair_timing
| action | in CTS | in global routing |
|---|---|---|
| gates resized | 33 | 2 |
| hold buffers | 0 | 0 |
| pin swaps | 8 | 8 |
| cloned | 0 | 0 |
| endpoints found under the setup margin | 7 | 3 |
Power and IR drop assume default switching activity.

### design.v
module mod12(A,clk,clr,load,Q);
input [3:0] A;
input clk,load,clr;
output reg [3:0] Q;
wire [3:0] y;
wire x=1;
syncCounter m12(A,clk,clr,load,x,x,y);
always@(posedge clk)
begin
if(y>=4'b1011)
Q<=4'b0000;
else
Q<=y;
end
endmodule
module syncCounter(A,clk,clr,load,ena,enb,Q);
input [3:0] A;
input clk,clr,load,ena,enb;
output reg [3:0] Q;
always@(posedge clk)
begin
if(clr==0)
begin 
Q<=4'b0000;
end
else if(load==0)
begin
Q<=A;
end
else if(ena==1 && enb==1)
begin
Q<=Q+1;
end
end
endmodule
### config.mk
export PLATFORM = sky130hd
export DESIGN_NAME = mod12
export DESIGN_NICKNAME = mod12
export VERILOG_FILES = /design/flow/design.v
export SDC_FILE = /design/flow/constraint.sdc
export NUM_CORES = 4
export LEC_CHECK = 1
export CORE_AREA = 10 10 70 70
export DIE_AREA = 0 0 80 80
### constraint.sdc
current_design mod12

set clk_period 1.1
set clk_io_pct 0.2

create_clock -name clk0 -period $clk_period [get_ports {clk}]

set non_clock_inputs [all_inputs -no_clocks]
set_input_delay [expr $clk_period * $clk_io_pct] -clock clk0 $non_clock_inputs
set_output_delay [expr $clk_period * $clk_io_pct] -clock clk0 [all_outputs]
### run.sh
#!/bin/bash
# OpenROAD 26Q1-2900-gdf79404cd8, Yosys 0.63+post, stock flow scripts
make -C /OpenROAD-flow-scripts/flow DESIGN_CONFIG=/design/flow/config.mk WORK_HOME=/design/flow/orfs finish
==> flow_summary.toml <==
# physical design summary
[status]
status = "complete, no violations"

[global_routing]
grtUsageTotal_pct = 2.23
first_global_vias = 233
antenna_found_initial = 0
grt_max_degree = 7
grt_overflow_total = 0
grt_first_pass_wirelength_mm = 1.09

[worst_setup_path]
path_class = "flop to flop"
required_ns = 1.24
startpoint = "m12.Q[0]"
cp-start-kind = "flop"
cp_max_fo = 4
cp.arrival_ns = 1.17
timing.rr.start = "m12.Q[0]"
crit_path_end_kind = "flop"

[cells_and_area]
mostFrequentLayoutCells = "dfxtp_1, clkdlybuf4s50_1, dlygate4sd2_1"
fin_cells = 85
syn_to_final_growth_pct = 61.8
logic_area_um2 = 130
seq_area_um2 = 163
fillers = 404
drive_above_1_share_pct = 15.4

[sta]
holdWs_ns = 0.465
hold_violations = 0
fin_ws_ns = 0.0715
min_period_over_period_pct = 93.5
fin_crit_ns = 1.03
max_freq_mhz = 972
clock_skew_ns = 0.00119
final_max_slew_viol_count = 0
worstMarginPinSlew_ns = 0.230
setup_viol = 0
finalSetupTns_ns = 0
slew_headroom_pct = 84.6

[drt]
vias_per_cell = 2.52
antenna-diode-count = 0
routed_wl_um = 617
drt-initial-drc-count = 0
drc = 0
firstDrtPassIters = 1
vias = 214
post_drt_wl_per_cell_um = 7.26
drtAntennaViolNets = 0

[clock_network]
clk_pin_slew_ns = 0.05
clockBufferDepth = 2
postCtsHoldBufs = 0
root_buffer = "clkbuf_4"
cts_tree = "done"
htreeDepth = 1
cts_buffers = 3
insertion_delay_ns = 0.25
clock-sinks = 8

[logic_synthesis]
ys_warn_count = 2
synth.distinct_cells = 15
syn-cell-area_um2 = 292
ys_chip_area_um2 = 292
yosys_cells = 27
syn_avg_cell_area_um2 = 10.8
ys_seq_share_pct = 54.9
numSynthFlops = 8
syn_inst = 27

[worst_hold_path]
worstHoldStart = "m12.Q[3]"
min_path_type = "flop to flop"

[die]
coreArea_um2 = 3420
die_height_um = 80
die_x_um = 80
num_rows = 21
fp_util_pct = 8.53
dieArea_um2 = 6400
pin_count = 11

[placed_design]
portBuffers = 10
dpl_worst_slack_ns = -0.123
place_inst = 82
place_congestion = 0.714

[job]
cap_violations = 0
warnings = 25

[power_and_ir_drop]
leakage_nw = 0.197
p_per_area_nw_per_um2 = 1330
vdd_drop_max_mv = 0.600
==> per-stage QoR <==
| stage | instance area [um^2] | util, % | power [mW] |
|---|---|---|---|
| final | 472 | 13.8 | 0.625 |
| after global routing | 472 | 13.8 | 0.676 |
| after CTS | 463 | 13.6 | 0.631 |
| after detailed placement | 444 | 13.0 | 0.423 |
| after global placement | 444 | 13.0 | 0.420 |
| after floorplan | 292 | - | 0.367 |
==> layout make-up <==
| type | count | area share [%] |
|---|---|---|
| Clock buffer | 3 | 4.77 |
| Inverter | 1 | 0.796 |
| Multi-Input combinational cell | 17 | 27.6 |
| Sequential cell | 8 | 34.5 |
| Tap cell | 46 | 12.2 |
| Timing Repair Buffer | 10 | 20.2 |
==> report_power, final <==
| part | internal (mW) | switching [mW] |
|---|---|---|
| Clock | 0.124 | 0.0872 |
| Combinational | 0.0563 | 0.0263 |
| Sequential | 0.316 | 0.0150 |
==> critical path, cell delays in order, from the launching register on <==
cell	delay (ns)
dfxtp_2	0.33
ha_1	0.24
xnor2_2	0.15
nand2_1	0.08
o211a_1	0.12
==> logic make-up (layout without fill, tap and decap cells) <==
| logic type | Yosys count | in the layout | synth area share (%) |
|---|---|---|---|
| AND/OR/NAND/NOR | 8 | 8 | 16.3 |
| buffers and inverters | 2 | 14 | 3.00 |
| multiplexers | 2 | 2 | 6.87 |
| AND-OR/OR-AND | 4 | 4 | 8.58 |
| flip-flops | 8 | 8 | 54.9 |
| XOR/XNOR | 2 | 2 | 6.01 |
| adder cells (fa/ha/maj) | 1 | 1 | 4.29 |
==> state kept, by name, summed over array words and instances, names as in the netlist <==
signal	count
Q	4
m12.Q	4
==> Yosys cell counts, drive strengths merged <==
cell type / count / area (um^2)
o211a: 1 / 10.0
nor2b: 2 / 12.5
nor3b: 1 / 7.51
clkbuf: 1 / 5.00
xor2: 1 / 8.76
xnor2: 1 / 8.76
a21oi: 1 / 5.00
and2: 3 / 18.8
ha: 1 / 12.5
dfxtp: 8 / 160
mux2i: 2 / 20.0
inv: 1 / 3.75
nand2: 1 / 3.75
o21ai: 2 / 10.0
nand3: 1 / 5.00
==> path summary, 6_finish.rpt <==
path	cells after the start	slack [ns]	end
setup reg to reg	4	0.07	m12.Q[2]
setup / recovery	4	0.07	m12.Q[2]
hold reg to reg	1	0.46	Q[2]
hold / removal	1	0.46	Q[2]
==> per-layer routing <==
metal / part of all wire, % / track usage (%) / vias up
li1: - / - / 116
met1: 61 / 3.20 / 82
met2: 22 / 2.17 / 14
met3: 15 / 2.05 / 2
met4: 1.8 / 0.528 / 0
met5: 0 / 0 / -
==> what timing repair did <==
action,CTS,global route
buffers inserted,0,0
cloned,0,0
setup endpoints to repair,4,1
resized,5,2
Power is estimated from default activity; no workload was simulated.
